==> flow/design.v <==
module simple_dual_ram #(
    parameter SIZE = 8,                 
    parameter DEPTH = 8                 
  )(
    input wclk,                         
    input [$clog2(DEPTH)-1:0] waddr,    
    input [SIZE-1:0] write_data,        
    input write_en,                     
    input rclk,                         
    input [$clog2(DEPTH)-1:0] raddr,    
    output reg [SIZE-1:0] read_data     
  );
  reg [SIZE-1:0] mem [DEPTH-1:0];       
  always @(posedge wclk) begin
    if (write_en)                       
      mem[waddr] <= write_data;         
  end
  always @(posedge rclk) begin
    read_data <= mem[raddr];            
  end
endmodule
==> flow/run.sh <==
#!/bin/bash
# OpenROAD 26Q1-2900-gdf79404cd8, Yosys 0.63+post, stock flow scripts
make -C /OpenROAD-flow-scripts/flow DESIGN_CONFIG=/design/flow/config.mk WORK_HOME=/design/flow/orfs finish
==> flow/config.mk <==
export PLATFORM = sky130hd
export DESIGN_NAME = simple_dual_ram
export DESIGN_NICKNAME = simple_dual_ram
export VERILOG_FILES = /design/flow/design.v
export SDC_FILE = /design/flow/constraint.sdc
export NUM_CORES = 4
export LEC_CHECK = 1
export CORE_UTILIZATION = 50
==> flow/constraint.sdc <==
current_design simple_dual_ram

set clk_period 2.4
set clk_io_pct 0.2

create_clock -name clk0 -period $clk_period [get_ports {rclk}]
create_clock -name clk1 -period $clk_period [get_ports {wclk}]

set non_clock_inputs [all_inputs -no_clocks]
set_input_delay [expr $clk_period * $clk_io_pct] -clock clk0 $non_clock_inputs
set_output_delay [expr $clk_period * $clk_io_pct] -clock clk0 [all_outputs]
==> run notes <==
Numbers from the implementation run.

The flow ran to the end, and the final reports show no timing, DRC or antenna violations. The area of the die is 5680 µm². In this run, synthesis produced a sequential element count of 72. The fraction of power consumed by the clock network is 38.5%. The clock-pin slew on the worst setup and hold paths is 0.06 ns.

The vertical extent of the die is 75.37 µm. The internal power of the cells totals 2.094 mW. The detail route stage leaves a number of antenna-violating nets equal to 0.

The overall routing resource usage is 19.29%. The kind of critical path is in -> reg. Max-slew check failures listed in the final report amount to 0.

In the final layout, flip-flops and latches occupy 2082 µm². The logs give a warning total of 26. Looking at the max-slew report, the worst-margin pin has a slew of 0.4769 ns.

The most used flip-flop cell after synthesis is sky130_fd_sc_hd__edfxtp_1. In this run the VDD rail shows a maximum IR drop of 0.0004522 V. The total number of clock tree sinks is 72.

For this run the top cell type by instance count after synthesis was sky130_fd_sc_hd__edfxtp_1. After synthesis, flip-flops and latches occupy 77.36% of the total area. The HPWL reported at the end of detailed placement is 2.774 mm. The count of final setup violators is 0. The arrival time of data at the critical path endpoint is 2.05 ns.

The horizontal die dimension is 75.37 µm. The leading area contributor after synthesis is sky130_fd_sc_hd__edfxtp_1. The remaining max-slew budget at the tightest pin is 68.11%.

The number of global-route vias before repair came to 1309. The remaining global-route overflow is 0. Across the run, the number of max-cap violations was 0. The top cell type's share of synthesized area is 71.41%. Setup repair after global routing left no endpoint under its margin. The most critical setup path has its startpoint at raddr[0]. For this design, Yosys synthesis ends with a cell count of 114. The number of fill cells in the layout is 373. The static leakage is 1.148 nW. Yosys attributes the largest share of cell area to sky130_fd_sc_hd__edfxtp_1 (71%), sky130_fd_sc_hd__mux4_1 (15%), sky130_fd_sc_hd__dfxtp_1 (6.0%).

Net switching is 18.83% of the power. The post-synth tally of flip-flops with integrated enable is 64. The power report puts the net switching power at 485.8 µW. TritonCTS built the clock tree.

The part of the power in combinational logic is 6.2%. The mapped netlist covers 2691 µm². The count of yosys warnings during synthesis is 1. The area growth from synthesis to layout is 22.73%. The maximum number of pins on one net before global-route repair is 17. In the floorplan report the effective utilization is 52.36%.

The first global-routing pass estimated 6.465 mm of wire. For this run, the chip area from Yosys synthesis comes to 2691 µm². The initial antenna violation count was 0. Overall power consumption after layout is estimated at 2.580 mW. Per the summary, power density relative to cell area is 780.9 nW/µm².

The final number of hold-violating endpoints is 0. According to the floorplan report, the placeable core area is 5140 µm². The final weighted congestion in routability-driven placement is 0.7166. The number of instances in the synthesized netlist is 114. The final sum of negative setup slack is 0 ns. The share of power burned in registers is 55.3%.

The kind of path behind the tightest hold check is reg -> reg. The number of DRC violations after detailed routing is 0. Summing over every cut layer, the via total after detailed routing is 1252. The highest net fanout along the worst path is 16. The average cell area after synthesis is 23.61 µm².

The number of distinct library cells after synthesis is 14. The number of setup buffers added after CTS is 0. The launching point of the worst reg2reg path is mem[1][1]. For the worst min-delay path, the startpoint reported by OpenROAD is mem[0][2]. The antenna diode instance count is 0.

The number of detailed-route iterations in the first pass is 4. The total wirelength of the detailed-routed design is 4.403 mm. Per the log, the first TritonRoute iteration ended with a DRC count of 51. The number of buffer cells added on primary ports is 23.

In the final layout, the share of cells above drive strength 1 is 23.03%. Dividing the detail-routed via count by the number of cells gives 5.328. At the worst endpoint, the required time is 2.52 ns.

Counting instances in the post-synthesis netlist gives the leading cell types as sky130_fd_sc_hd__edfxtp_1 (64), sky130_fd_sc_hd__mux4_1 (15), sky130_fd_sc_hd__dfxtp_1 (8), sky130_fd_sc_hd__mux2_2 (8), sky130_fd_sc_hd__nor2_1 (6). The per-cell routed wire length is 18.74 µm. The number of gates resized after cts is 0.

The fraction of registers with async set/reset is 0%. The post-CTS hold buffer count recorded in the log is 0. The endpoint kind of the worst setup timing path is a register. The standard-cell row count is 26. The worst setup path is launched from a primary input. In the final layout, the multi-input gates occupy 565.5 µm².

The count of pins on the block boundary is 25.
[through the flow]
| step | std cells | cell area (µm²) | hold slack (ns) | setup WS [ns] | utilization [%] |
|---|---|---|---|---|---|
| floorplan | 114 | 2691 | 0.5789 | 0.7595 | - |
| global placement | 216 | 3083 | 0.6483 | 0.2681 | 59.98 |
| CTS | 235 | 3303 | 0.7839 | 0.4819 | 64.26 |
| detailed placement | 216 | 3083 | 0.6566 | 0.2493 | 59.98 |
| finish | 235 | 3303 | 0.7696 | 0.4705 | 64.26 |
| global route | 235 | 3303 | 0.8178 | 0.4665 | 64.26 |
[power by group through the flow]
stage | Clock (mW) | Combinational (mW) | Sequential (mW)
finish | 0.992 | 0.160 | 1.43
CTS | 1.02 | 0.162 | 1.43
global route | 1.09 | 0.173 | 1.43
[cells by family (layout without fill, tap and decap cells)]
logic type	Yosys count	count (layout)	share of synthesized area (%)
flip-flops	72	72	77.36
multiplexers	24	24	18.83
AND/OR/NAND/NOR	13	13	2.185
buffers and inverters	5	56	1.627
[flip-flops by register name, indices dropped and copies added (netlist names)]
signal     flops
mem           64
read_data      8
[placed cells by master, fill, tap and decap left out, drive strengths merged]
cell	n
bufinv	1
clkbuf	14
edfxtp	64
nor3	2
nor2	6
clkinv	4
buf	14
dfxtp	8
clkdlybuf4s50	23
mux4	16
nand2b	3
nand2	2
mux2	8
[worst max-delay path: stages]
cell and delay [ns]:
sky130_fd_sc_hd__clkdlybuf4s50_1 0.50, sky130_fd_sc_hd__buf_12 0.18, sky130_fd_sc_hd__mux4_1 0.60, sky130_fd_sc_hd__mux2_2 0.28
[cell type report]
class | count | area share, %
clock buffers | 14 | 5.227
clock inverters | 5 | 1.439
multi-input cells | 37 | 17.12
flip-flops and latches | 72 | 63.03
well taps | 70 | 2.652
repair buffers | 37 | 10.53
[path summary, 6_finish.rpt]
path                         to  slack (ns)  cells past startpoint
setup / recovery   read_data[1]        0.47                      4
hold / removal     read_data[2]        0.77                      2
setup reg to reg   read_data[1]        1.01                      2
hold reg to reg    read_data[2]        0.77                      2
max in group clk1     mem[2][7]        0.91                      4
min in group clk1     mem[3][3]        0.87                      1
[metal layers]
| layer | global-route usage, % | part of all wire (%) | wire [µm] |
|---|---|---|---|
| met1 | 28.42 | 38 | 1688 |
| met2 | 25.99 | 46 | 2036 |
| met3 | 15.01 | 14 | 609 |
| met4 | 3.498 | 1.6 | 69 |
| met5 | 0 | 0 | 0 |
Power is estimated from default activity; no workload was simulated.
